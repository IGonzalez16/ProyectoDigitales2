<file path="config.mk">
export PLATFORM = sky130hd
export DESIGN_NAME = UART2_dut
export DESIGN_NICKNAME = UART2_dut
export VERILOG_FILES = /design/flow/design.v
export SDC_FILE = /design/flow/constraint.sdc
export NUM_CORES = 4
export LEC_CHECK = 1
export CORE_AREA = 10 10 70 70
export DIE_AREA = 0 0 80 80
</file>
<file path="constraint.sdc">
current_design UART2_dut

set clk_period 1.1
set clk_io_pct 0.2

create_clock -name clk0 -period $clk_period [get_ports {clk_uart}]

set non_clock_inputs [all_inputs -no_clocks]
set_input_delay [expr $clk_period * $clk_io_pct] -clock clk0 $non_clock_inputs
set_output_delay [expr $clk_period * $clk_io_pct] -clock clk0 [all_outputs]
</file>
<file path="design.v">
module UART1_dut(
    input wire clk_uart,                          
    input wire clk_sis,                           
    input wire rst,                               
    input wire start_bit,                         
    input wire [7:0] data_in_1,                   
    input wire stop_bit,                          
    input wire rx1,                               
    output reg tx1,                               
    output reg [7:0] data_out_1                   
);
    localparam IDLE = 3'b000,                       
               START = 3'b001,                      
               DATA = 3'b010,                       
               PARITY = 3'b011,                     
               STOP = 3'b100;                       
    reg [2:0] state, next_state;                     
    reg idle_bit;                                    
    reg [3:0] cnt_bits, next_cnt_bits;               
    reg parity_bit_1;                                
    always @(posedge clk_uart or posedge rst) begin
        if (rst) begin
            state        <= IDLE;                       
            tx1          <= 1'b1;                       
            parity_bit_1 <= 1'b0;                       
            cnt_bits     <= 4'b0;                       
            idle_bit = 1;                               
        end else begin
            state        <= next_state;               
            cnt_bits     <= next_cnt_bits;            
        end
    end
    always @(*) begin
        next_state = state;                            
        next_cnt_bits = cnt_bits;                      
        case (state)
            IDLE: begin
                idle_bit = 1;                         
                tx1 = 1'b1;                           
                if (idle_bit) 
                    next_state = START;              
            end
            START: begin
                idle_bit = 0;
                tx1 = 1'b0;             
                next_state = DATA;      
            end
            DATA: begin
                idle_bit = 0;
                tx1 = data_in_1[cnt_bits];     
                next_cnt_bits = cnt_bits + 1;
                data_out_1[0 + cnt_bits] = rx1; 
                if (cnt_bits == 7)             
                    next_state = PARITY;    
            end
            PARITY: begin
                idle_bit = 0;
                parity_bit_1 = ^data_in_1;       
                tx1 = parity_bit_1;              
                next_state = STOP;               
            end
            STOP: begin
                idle_bit = 0;
                tx1 = 1'b1;                      
                if (stop_bit) 
                    next_state = IDLE;      
            end
        endcase
    end
endmodule
module UART2_dut(
    input wire clk_uart,                          
    input wire clk_sis,                           
    input wire rst,                               
    input wire start_bit,                         
    input wire [7:0] data_in_2,                   
    input wire stop_bit,                          
    input wire rx2,                               
    output reg tx2,                               
    output reg [7:0] data_out_2                   
);
    localparam IDLE = 3'b000,                       
               START = 3'b001,                      
               DATA = 3'b010,                       
               PARITY = 3'b011,                     
               STOP = 3'b100;                       
    reg [2:0] state, next_state;                     
    reg idle_bit;                                    
    reg [3:0] cnt_bits, next_cnt_bits;               
    reg parity_bit_2;                                
    always @(posedge clk_uart or posedge rst) begin
        if (rst) begin
            state        <= IDLE;                       
            tx2          <= 1'b1;                       
            parity_bit_2 <= 1'b0;                       
            cnt_bits     <= 4'b0;                       
            idle_bit = 1;                               
        end else begin
            state        <= next_state;               
            cnt_bits     <= next_cnt_bits;            
        end
    end
    always @(*) begin
        next_state = state;                            
        next_cnt_bits = cnt_bits;                      
        case (state)
            IDLE: begin
                idle_bit = 1;                         
                tx2 = 1'b1;                           
                if (idle_bit) 
                    next_state = START;              
            end
            START: begin
                idle_bit = 0;
                tx2 = 1'b0;             
                next_state = DATA;      
            end
            DATA: begin
                idle_bit = 0;
                tx2 = data_in_2[cnt_bits];     
                next_cnt_bits = cnt_bits + 1;
                data_out_2[0 + cnt_bits] = rx2; 
                if (cnt_bits == 7)             
                    next_state = PARITY;    
            end
            PARITY: begin
                idle_bit = 0;
                parity_bit_2 = ^data_in_2;       
                tx2 = parity_bit_2;              
                next_state = STOP;               
            end
            STOP: begin
                idle_bit = 0;
                tx2 = 1'b1;                      
                if (stop_bit) 
                    next_state = IDLE;      
            end
        endcase
    end
endmodule
</file>
<file path="run.sh">
#!/bin/bash
# OpenROAD 26Q1-2900-gdf79404cd8, Yosys 0.63+post, stock flow scripts
make -C /OpenROAD-flow-scripts/flow DESIGN_CONFIG=/design/flow/config.mk WORK_HOME=/design/flow/orfs finish
</file>
==> run summary <==
The flow run is done. The run finished with clean final reports. Number of rows in the core area landed at 21. Total of warnings raised by yosys landed at 3.

Number of inserted filler cells in the final layout landed at 374. The timer found 8 register pins that no clock reaches; their paths are not timed. The vertical die dimension reported for this design is 80 µm.

Number of pins with negative max-slew slack in the final report landed at 0. CTS placed an instance of clkbuf_4 at the clock tree root. Number of inserted diodes landed at 0.

Via total after detailed routing landed at 370. STA classifies the critical path startpoint as a flop. Post-route cell area landed at 802 µm². Cell count in the Yosys report landed at 54. Total congestion overflow after global routing landed at 0. STA classifies the critical path endpoint as a flop. The analysis reports a worst IR drop on VDD of 432 µV. Area overhead of the layout relative to synthesis landed at 36.1%.

Routed via count divided by cell count landed at 3.19. The count of buffers added on input and output ports is 11. Clock latency on the worst-skew pair landed at 250 ps.

Maximum fanout along the worst path landed at 4. The signal on the critical path passes through ha_2 -> nor2b_2 -> and3_4. Number of buffers inserted by hold repair at cts landed at 0.

In this design, the largest share of critical-path delay is due to flip-flops. Fraction of power spent switching nets landed at 18.0%. Number of CTS-inserted buffers landed at 3. Before CTS, the worst setup slack after placement is 5.94 ps.

Subtracting the final worst setup slack from the clock period gives 1070 ps. Per the OpenROAD floorplan log, the area of the core is 3420 µm². Per the final layout report, the fraction of cells sized above drive strength 1 comes to 17.1%.

STA reports the tightest min-delay check as being of type input pin to async pin. Setup slack on the critical path of the routed design comes to 31.7 ps. Violation tally from detailed-route iteration zero landed at 1.

Cell count after synthesis landed at 54. Share of total power in sequential cells landed at 55.4%. In the Yosys stats the netlist draws on 19 distinct library cells. Total I/O pin count landed at 23. Looking at area per cell type in the netlist, the leader is dfrtp_1. Chip footprint landed at 6400 µm².

The layout report lists the combined flip-flop and latch area as 347 µm². Clock transition at the registers of the reported paths landed at 60 ps. Register bit total from synthesis landed at 17. By count the netlist is led by dfrtp_1, dlxtn_1, nand2_1. First-pass GRT wire length landed at 1540 µm. Width of the die landed at 80 µm. Summed over all nets, the switching power comes to 115 µW. The script logs the mean routed wire length per placed instance as 7.93 µm. Setup repair after global routing could not meet its margin everywhere. After synthesis, the largest area contributor takes up 34.0% of total cell area. Of the available clock period, the critical path in the final layout requires 97.1%.

Number of routed nets with antenna violations landed at 0. Overall routed net length landed at 920 µm. Clock share of power landed at 37.3%.

For this run, global-route usage on met1 was measured as 3.77%. The final timing report lists clock skew as 2.65 ps. At the worst endpoint, the arrival time is 1210 ps. STA puts the critical path data required time at 1240 ps. Count of TritonRoute iterations in the first routing pass landed at 2. In the synthesized netlist the dominant register cell turns out to be dlxtn_1. Maximum count of clock buffers along a single path landed at 2.

Multi-input combinational cell area landed at 213 µm². Met2 track demand over resource in global routing landed at 3.93%.

Hold is met by 217 ps. Worst stage delay on the critical path landed at 410 ps. The routed layout reports a DRC error count of 0. Part of the total power dissipated in combinational logic landed at 7.2%.

Post-DP HPWL landed at 724 µm. Global routing used 2.85% of the available tracks across all layers. Sorting the synthesized cells by area gives the leading types as dfrtp_1, dlxtn_1, ha_1. Global route summary, busiest routing layer listed as met2. For this design the static power due to leakage is 0.000375 µW. For this design, the slowest cell found on the critical path is dfrtp_1. Leaving out filler cells and counting taps, the final layout contains 116. In the power breakdown, the internal column shows 522 µW. TritonCTS built the clock tree. Mapped cell area landed at 589 µm².

Power consumption landed at 637 µW. Number of global-route vias before repair landed at 378. According to the Yosys statistics, the synthesized design has a chip area of 589 µm². Number of endpoints failing setup at the final stage landed at 0. Hold violation count in the final report landed at 0. H-tree depth landed at 1. Global-route track usage on met3 landed at 1.59%. Number of cells after detailed placement landed at 110.

For this run, asynchronously set or reset flops after synthesis account for 52.9%. RePlAce ended its routability-driven mode at a weighted congestion of 0.723. Timing would allow up to 0.936 GHz. Counting both buffers and inverters, the worst setup path holds a total of 0. In the floorplan report the effective utilization is 17.3%. The synthesized design contains 0 enable-type register cells. 16 endpoints have no timing constraint.

Largest net degree at the start of global routing landed at 13. Dividing the synthesized area by the synthesized cell count gives 10.9 µm². The critical path is of the flop to flop type. Number of warnings in the stage logs landed at 39. Initial antenna violation count landed at 0. The number of maximum-capacitance violations recorded for the run is 0. The flow reported a cell area power density of 794 nW/µm². Total placed instance area landed at 749 µm².
[layout by cell type, fill, tap and decap left out, drive strengths merged]
master,count
nor2b,5
dlxtn,8
ha,4
nand2,6
dfstp,1
o21ai,1
inv,4
nand3b,1
xor2,1
a21o,2
nand4,1
conb,1
and3,1
and2,1
buf,4
nand3,4
xnor2,2
clkbuf,4
clkdlybuf4s50,11
dfrtp,8
[final timing paths]
check | startpoint | to | slack [ps] | cells after the start
setup / recovery | cnt_bits[1] | state[4] | 30 | 3
hold / removal | rst | state[4] | 220 | 2
setup reg to reg | cnt_bits[1] | state[4] | 30 | 3
hold reg to reg | state[0] | state[3] | 390 | 0
max in group asynchronous | rst | state[0] | 600 | 2
min in group clk0 | state[0] | state[3] | 390 | 0
[logic make-up (layout without fill, tap and decap cells)]
| family | count (synthesis) | after routing | synth area share (%) |
|---|---|---|---|
| compound gates | 3 | 3 | 3.40 |
| buf+inv | 7 | 23 | 6.37 |
| latches | 8 | 8 | 20.4 |
| flops | 9 | 9 | 38.4 |
| fa+ha+maj | 4 | 4 | 8.49 |
| xor+xnor | 3 | 3 | 4.46 |
| simple gates | 19 | 19 | 17.8 |
| other cells | 1 | 1 | 0.636 |
[flip-flops by register name (all words and copies together), names as in the netlist]
register    cells
data_out_2      8
state           5
cnt_bits        4
[metal layers]
metal | up-vias | wire [µm] | share of wire (%)
met1 | 156 | 461 | 50
met4 | 0 | 0 | 0
li1 | 199 | - | -
met2 | 15 | 329 | 36
met5 | - | 0 | 0
met3 | 0 | 129 | 14
[cell type report]
cell class	instances	area share, %
inverters	4	1.87
repair buffers	15	17.9
clock buffers	4	3.28
flip-flops and latches	17	43.2
multi-input cells	30	26.5
well taps	46	7.18
[timing repair]
item / CTS / global route
buffers inserted: 1 / 1
resized: 1 / 2
setup endpoints to repair: 1 / 2
pin swaps: 0 / 2
[stage by stage]
step / setup TNS, ps / util [%]
6_report: 0 / 23.5
5_1_grt: -3.49 / 23.5
4_1_cts: 0 / 23.0
3_5_place_dp: 0 / 21.9
3_3_place_gp: -1.83 / 21.9
2_1_floorplan: 0 / -
[power groups by stage]
stage     Clock [µW]  Sequential (µW)  Combinational, µW
4_1_cts          250              353               48.1
5_1_grt          269              355               52.1
6_report         238              353               46.1
No activity file was given, so power comes from the tool's default toggle rates.
